### /design/flow/design.v
parameter LENGTH = 32;
`timescale 1ns / 1ps
`default_nettype none  
module full_adder(A,B,C_in,S,C_out);
	input  wire A,B,C_in;
	output wire S,C_out;
	assign S = (A ^ B) ^ C_in;
	assign C_out = (A & B) | (A & C_in) | (B & C_in);
endmodule
`default_nettype wire  
`timescale 1ns / 1ps
`default_nettype none  
module ripple_carry_adder_32b(A,B,S,overflow);
	input  wire [31:0] A,B;
	output wire [31:0] S;
	output wire overflow;
	wire C_in, Y;
	wire [7:0] C_out;
	assign C_in = 0;
	ripple_carry_adder_4b ADD_4b_0 (.A(A[3:0]),.B(B[3:0]),.S(S[3:0]),.C_in(C_in),.C_out(C_out[0]), .Y());
	ripple_carry_adder_4b ADD_4b_1 (.A(A[7:4]),.B(B[7:4]),.S(S[7:4]),.C_in(C_out[0]),.C_out(C_out[1]), .Y());
	ripple_carry_adder_4b ADD_4b_2 (.A(A[11:8]),.B(B[11:8]),.S(S[11:8]),.C_in(C_out[1]),.C_out(C_out[2]), .Y());
	ripple_carry_adder_4b ADD_4b_3 (.A(A[15:12]),.B(B[15:12]),.S(S[15:12]),.C_in(C_out[2]),.C_out(C_out[3]), .Y());
	ripple_carry_adder_4b ADD_4b_4 (.A(A[19:16]),.B(B[19:16]),.S(S[19:16]),.C_in(C_out[3]),.C_out(C_out[4]), .Y());
	ripple_carry_adder_4b ADD_4b_5 (.A(A[23:20]),.B(B[23:20]),.S(S[23:20]),.C_in(C_out[4]),.C_out(C_out[5]), .Y());
	ripple_carry_adder_4b ADD_4b_6 (.A(A[27:24]),.B(B[27:24]),.S(S[27:24]),.C_in(C_out[5]),.C_out(C_out[6]), .Y());
	ripple_carry_adder_4b ADD_4b_7 (.A(A[31:28]),.B(B[31:28]),.S(S[31:28]),.C_in(C_out[6]),.C_out(C_out[7]), .Y(Y));
	assign overflow = C_out[7] ^ Y;
endmodule
`default_nettype wire  
`timescale 1ns / 1ps
`default_nettype none  
module ripple_carry_adder_4b(A,B,S,C_in,C_out,Y);
	input  wire [3:0] A,B;
	input  wire C_in;
	output wire [3:0] S;
	output wire C_out;
	output wire Y;
	wire C_out0, C_out1, C_out2;
	full_adder ADD_0 (.A(A[0]),.B(B[0]),.C_in(C_in),.S(S[0]),.C_out(C_out0));
	full_adder ADD_1 (.A(A[1]),.B(B[1]),.C_in(C_out0),.S(S[1]),.C_out(C_out1));
	full_adder ADD_2 (.A(A[2]),.B(B[2]),.C_in(C_out1),.S(S[2]),.C_out(C_out2));
	assign Y = C_out2;
	full_adder ADD_3 (.A(A[3]),.B(B[3]),.C_in(C_out2),.S(S[3]),.C_out(C_out));
endmodule
`default_nettype wire  
### /design/flow/run.sh
#!/bin/bash
# OpenROAD 26Q1-2900-gdf79404cd8, Yosys 0.63+post, stock flow scripts
make -C /OpenROAD-flow-scripts/flow DESIGN_CONFIG=/design/flow/config.mk WORK_HOME=/design/flow/orfs finish
### /design/flow/config.mk
export PLATFORM = sky130hd
export DESIGN_NAME = ripple_carry_adder_32b
export DESIGN_NICKNAME = ripple_carry_adder_32b
export VERILOG_FILES = /design/flow/design.v
export SDC_FILE = /design/flow/constraint.sdc
export NUM_CORES = 4
export LEC_CHECK = 1
export CORE_AREA = 10 10 90 90
export DIE_AREA = 0 0 100 100
### /design/flow/constraint.sdc
current_design ripple_carry_adder_32b

set clk_period 15.0
set clk_io_pct 0.2

create_clock -name clk0 -period $clk_period

set non_clock_inputs [all_inputs -no_clocks]
set_input_delay [expr $clk_period * $clk_io_pct] -clock clk0 $non_clock_inputs
set_output_delay [expr $clk_period * $clk_io_pct] -clock clk0 [all_outputs]
==> run notes <==
From the run reports.

- By instance count, the cell type seen most on the critical path is sky130_fd_sc_hd__fa_2.
- Sorting the synthesized cells by area gives the leading types as sky130_fd_sc_hd__fa_1 70%, sky130_fd_sc_hd__buf_4 27%, sky130_fd_sc_hd__ha_1 1.4%.
- The aggregate global routing overflow reads 0.
- The placement summary gives the final routability congestion estimate as 0.675.
- The layer with the highest usage after global routing is met2.
- The net switching fraction of the power is 27.3%.
- The pin slew with the least headroom to its limit reads 0.107 ns.
- The mean instance size in the synthesized netlist reads 13.6 um2.
- After floorplanning, the die was sized to cover 0.0100 mm2.
- The delay of the slowest critical-path stage is 0.38 ns.
- The worst slack at placement reads -3.11 ns.
- The sequential-to-total area share from yosys stat is 0%.
- The setup TNS is -10.59 ns.
- The DRC violation total left in the routed layout is recorded as 0.
- The worst slew margin relative to its limit reads 92.8%.
- By count the netlist is led by 32 x sky130_fd_sc_hd__buf_4, 31 x sky130_fd_sc_hd__fa_1, 1 x sky130_fd_sc_hd__ha_1, 1 x sky130_fd_sc_hd__xor2_1.
- For this run, global-route usage on met2 was measured as 7.72%.
- The average vias per placed instance is 3.30.
- The type of the most critical hold path is primary input to output port.
- The number of primary I/O pins reads 97.
- The core footprint is 0.00628 mm2.
- The die boundary height is 100 um.
- The routed wire length reads 2730 um.
- Of all nets on the critical path, the largest fanout is 2.
- Setup violations remaining at the end of the flow were counted as 8.
- The met3 capacity usage during global routing is 3.47%.
- The number of core rows reads 29.
- The final sequential cell count is 0.
- Per the detail_route report, routed wire per instance is 13.1 um.
- The design internal power is 0.0000489 W.
- Data on the critical path is required at its endpoint by 12.00 ns.
- The routed layout has 686 vias.
- Summed over all cells, the static leakage comes to 0.613 nW.
- The top-area cell type share of the netlist area is 70.4%.
- The cell type contributing the most total cell area after synthesis reads sky130_fd_sc_hd__fa_1.
- The initial detailed-routing violation count reads 0.
- The first-pass GRT wire length reads 4170 um.
- The total power density per cell area reads 38.2 mW/mm2.
- The total iterations of the first detailed-routing run reads 1.
- The master of the slowest instance on the critical path is sky130_fd_sc_hd__fa_2.
- The number of max-cap violations is 0.
- Per the post-route antenna check, the number of violating nets is 0.
- Cells with a size suffix above 1 make up 34.4% of the layout.
- The area reported by Yosys stat reads 882 um2.
- The number of I/O port buffers is 97.
- The clock buffer count in the final layout reads 0.
- The share of the cycle needed by the critical path after routing is 115%.
- The final antenna diode tally reported by the flow is 0.
- The final timing report lists a hold violation count of 0.
- The synthesized instance count is 65.
- The number of warnings reported in the yosys synthesis log reads 0.
- The post-synthesis cell count from yosys is 65.
- Detailed placement finished with a half-perimeter wire length of 2770 um.
- The OpenROAD warning count is 35.
- The power share of the sequential group is 0%.
- The critical path endpoint category is an output port.
- The destination of the critical timing path is overflow.
- The global-route usage over all layers is 5.07%.
- The maximum number of pins on one net before global-route repair reads 3.
- Data on the critical path arrives at its endpoint at 14.26 ns.
- The highest attainable clock frequency is 0.0579 GHz.
- The power report puts the net switching power at 0.0000184 W.
- The count of different cell masters after synthesis reads 4.
- Looking at the post-CTS report, the setup buffer insertion count equals 0.
- Across all setup checks in the final design, the least slack found is -2.26 ns.
- Setup repair after global routing could not meet its margin everywhere.
- The category of the worst setup path launch point is a primary input.
- The part of the power in the clock network reads 0%.
- The flow ran to the end, but the final reports show violations.
- The post-layout total power reads 0.0000674 W.
- The floorplan step set the die width to 100 um.
- The final core utilization is 28.1%.
- In the setup report, the worst path falls into the class primary input to output port.
- The combined area of all synthesized cells reads 882 um2.
- The time the worst path needs with I/O delays and setup is 17.26 ns.
- The final-report max-slew violation count is 0.
- The launching instance or port of the critical path reads A[0].
- The core utilization at floorplan reads 14.1%.
- The number of cells on the worst hold path is 3.
- The logic gate share of total power reads 100.0%.
- The maximum VDD drop reads 0.0152 mV.
- The number of global-route vias before repair reads 883.
- The number of antenna violations at the first check in global routing is 0.
- The most numerous cell in the Yosys netlist is sky130_fd_sc_hd__buf_4.
- The checks that failed: setup timing.
- The area taken by sequential standard cells is reported as 0 um2.
- The global routing report lists met1 layer usage as 6.23%.
- The area growth from synthesis to final layout reads 99.7%.
## how the worst min path moves through the flow
stage	start	end	slack (ns)
after CTS	B[0]	S[0]	6.65
after global routing	B[0]	S[0]	6.65
final	B[0]	S[0]	6.64
## through the flow
step / cell area [um2] / cells / hold WS (ns)
global placement: 1810 / 208 / 7.07
finish: 1760 / 208 / 6.64
detailed placement: 1810 / 208 / 7.07
global route: 1760 / 208 / 6.65
CTS: 1760 / 208 / 6.65
floorplan: 972 / 65 / 6.17
## final cells by class
type                       count  area (um2)
fill                         641        4520
multi-input combinational     33         732
tap                           77        96.3
timing repair buffer          98         933
## cells in the final DEF, fill, tap and decap left out
cell type	n
sky130_fd_sc_hd__clkdlybuf4s50_1	83
sky130_fd_sc_hd__clkdlybuf4s15_1	1
sky130_fd_sc_hd__buf_2	9
sky130_fd_sc_hd__ha_4	1
sky130_fd_sc_hd__xor2_1	1
sky130_fd_sc_hd__clkbuf_2	1
sky130_fd_sc_hd__fa_2	31
sky130_fd_sc_hd__dlymetal6s2s_1	1
sky130_fd_sc_hd__buf_6	2
sky130_fd_sc_hd__buf_4	1
## worst max-delay path: cells and delay by family
family | cells | cell delay [ns]
adders and majority gates | 32 | 10.84
buffers and inverters | 2 | 0.21
xor gates and xnor gates | 1 | 0.16
## metal layers
metal / part of all wire, % / routed length (um)
met1: 40 / 1100
met2: 40 / 1110
met3: 19 / 527
met4: 0 / 0
met5: 0 / 0
## cells by family after synthesis
logic type	share of synthesized area [%]
buffers and inverters	27.2
adder cells (fa/ha/maj)	71.8
XOR/XNOR	0.993
## what timing repair did
item	4_1_cts	5_1_grt
hold buffers	0	0
resized	41	3
setup endpoints to repair	10	10
## power by group through the flow
stage	logic, W	clock network [W]	registers (W)
finish	0.0000674	0	0
global route	0.0000772	0	0
CTS	0.0000706	0	0
No activity file was given, so power comes from the tool's default toggle rates.
