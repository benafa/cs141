[./constraint.sdc]
current_design adding_fsm

set clk_period 3.5
set clk_io_pct 0.2

create_clock -name clk0 -period $clk_period [get_ports {clk}]

set non_clock_inputs [all_inputs -no_clocks]
set_input_delay [expr $clk_period * $clk_io_pct] -clock clk0 $non_clock_inputs
set_output_delay [expr $clk_period * $clk_io_pct] -clock clk0 [all_outputs]
[./run.sh]
#!/bin/bash
# OpenROAD 26Q1-2900-gdf79404cd8, Yosys 0.63+post, stock flow scripts
make -C /OpenROAD-flow-scripts/flow DESIGN_CONFIG=/design/flow/config.mk WORK_HOME=/design/flow/orfs finish
[./config.mk]
export PLATFORM = sky130hd
export DESIGN_NAME = adding_fsm
export DESIGN_NICKNAME = adding_fsm
export VERILOG_FILES = /design/flow/design.v
export SDC_FILE = /design/flow/constraint.sdc
export NUM_CORES = 4
export LEC_CHECK = 1
export CORE_UTILIZATION = 30
[./design.v]
parameter LENGTH = 32;
`timescale 1ns / 1ps
`default_nettype none  
module mux_2to1(X,Y,S,Z);
	parameter N = 32;
	input wire [(N - 1):0] X, Y;
	input wire S;
	output wire [(N - 1):0] Z;
	assign Z = S ? Y : X;
endmodule
`default_nettype wire  
`timescale 1ns / 1ps
`default_nettype none  
module mux_4to1(A,B,C,D,Z,S);
	parameter N = 32;
	input  wire [(N - 1):0] A,B,C,D;
	output wire [(N - 1):0] Z;
	input  wire [1:0] S;
	wire [(N - 1):0] z0,z1;
	mux_2to1 #(.N(N)) MUX_A (.X(A), .Y(B), .S(S[0]), .Z(z0));
	mux_2to1 #(.N(N)) MUX_B (.X(C), .Y(D), .S(S[0]), .Z(z1));
	mux_2to1 #(.N(N)) MUX_C (.X(z0), .Y(z1), .S(S[1]), .Z(Z));
endmodule
`default_nettype wire  
`timescale 1ns / 1ps
`default_nettype none  
`timescale 1ns / 1ps
`default_nettype none  
module adding_fsm(switch, button_center, rst, clk, led, state, head, write_ena, read_data_0, read_data_1, read_data_SUM, write_data);
	input wire [7:0] switch;
	input wire clk, rst, button_center;
	output reg [7:0] led;
	output reg [2:0] state,			 
				 head,			 
				 write_ena;		 
	output reg [1:0] write_data;	 
	output wire [1:0] read_data_0,	 
				  read_data_1,
				  read_data_SUM;
	reg reading;				 
	reg equal;
	tape TAPE_0 (.head(head), .write_ena(write_ena[0]), .rst(rst), .clk(clk), .write_data(write_data), .read_data(read_data_0));
	tape TAPE_1 (.head(head), .write_ena(write_ena[1]), .rst(rst), .clk(clk), .write_data(write_data), .read_data(read_data_1));
	tape TAPE_SUM (.head(head), .write_ena(write_ena[2]), .rst(rst), .clk(clk), .write_data(write_data), .read_data(read_data_SUM));
	always @(negedge clk) begin
		if (rst) begin
			state <= 3'b000;
		end
		case (state)
			3'b000 : begin
				head <= 3'b000;
				write_ena <= 3'b000;
				write_data <= 2'b00;
				reading <= 0;
				state <= 3'b001;
				led <= 8'b00000000;
				equal <= 1;
			end
			3'b001 : begin
				if (reading && ~button_center) begin
					head <= head + 1;
					if (head == 3'b111) begin
						head <= 3'b000;
						write_ena[0] <= 0;
						reading <= 0;
						state <= 3'b010;
					end
					else begin
						case (switch[head + 1])
							0 : write_data <= 2'b01;
							1 : write_data <= 2'b10;
						endcase
					end
				end
				else if (button_center) begin
					reading <= 1;
					write_ena[0] <= 1;
					case (switch[head])
							0 : write_data <= 2'b01;
							1 : write_data <= 2'b10;
					endcase
				end
			end
			3'b010 : begin
				if (reading && ~button_center) begin
					head <= head + 1;
					if (head == 3'b111) begin
						head <= 3'b000;
						write_ena[1] <= 0;
						reading <= 0;
						state <= 3'b011;
					end
					else begin
						case (switch[head + 1])
							0 : write_data <= 2'b01;
							1 : write_data <= 2'b10;
						endcase
					end
				end
				else if (button_center) begin
					reading <= 1;
					write_ena[1] <= 1;
					case (switch[head])
							0 : write_data <= 2'b01;
							1 : write_data <= 2'b10;
					endcase
				end
			end
			3'b011 : begin
				if (reading) begin
					if (head == 3'b111) begin
						head <= 3'b000;
						write_ena[2] <= 0;
						reading <= 0;
						state <= 3'b101;
					end
					else begin
						head <= head + 1;
						reading <= 0;
						write_ena[2] <= 0;
					end
				end
				if(read_data_0 == 2'b01 && read_data_1 == 2'b01 && read_data_SUM == 2'b00) begin
					reading <= 1;
					write_ena[2] <= 1;
					write_data <= 2'b01;
				end
 				else if(read_data_0 == 2'b01 && read_data_1 == 2'b10 && read_data_SUM == 2'b00) begin
					reading <= 1;
					write_ena[2] <= 1;
					write_data <= 2'b10;
				end
				else if(read_data_0 == 2'b10 && read_data_1 == 2'b01 && read_data_SUM == 2'b00) begin
					reading <= 1;
					write_ena[2] <= 1;
					write_data <= 2'b10;
				end
				else if(read_data_0 == 2'b10 && read_data_1 == 2'b10 && read_data_SUM == 2'b00) begin
					reading <= 1;
					write_ena[2] <= 1;
					write_data <= 2'b01;
					state <= 3'b100;
				end
				else if(read_data_0 == 2'b00 && read_data_1 == 2'b00 && read_data_SUM == 2'b00) begin
					reading <= 1;
					write_ena[2] <= 1;
					write_data <= 2'b01;
				end
			end	
			3'b100 : begin
				if (reading) begin
					if (head == 3'b111) begin
						head <= 3'b000;
						write_ena[2] <= 0;
						reading <= 0;
						state <= 3'b101;
					end
					else begin
						head <= head + 1;
						reading <= 0;
						write_ena[2] <= 0;
					end
				end
				if(read_data_0 == 2'b01 && read_data_1 == 2'b01 && read_data_SUM == 2'b00) begin
					reading <= 1;
					write_ena[2] <= 1;
					write_data <= 2'b10;
					state <= 3'b011;
				end
 				else if(read_data_0 == 2'b01 && read_data_1 == 2'b10 && read_data_SUM == 2'b00) begin
					reading <= 1;
					write_ena[2] <= 1;
					write_data <= 2'b01;
				end
				else if(read_data_0 == 2'b10 && read_data_1 == 2'b01 && read_data_SUM == 2'b00) begin
					reading <= 1;
					write_ena[2] <= 1;
					write_data <= 2'b01;
					end
				else if(read_data_0 == 2'b10 && read_data_1 == 2'b10 && read_data_SUM == 2'b00) begin
					reading <= 1;
					write_ena[2] <= 1;
					write_data <= 2'b10;
				end
				else if(read_data_0 == 2'b00 && read_data_1 == 2'b00 && read_data_SUM == 2'b00) begin
					reading <= 1;
					write_ena[2] <= 1;
					write_data <= 2'b10;
				end
			end
			3'b101 : begin
				if (reading) begin
					head <= head + 1;
					reading <= 0;
				end
				else begin
					case (read_data_SUM)
						2'b00 : begin
							led[head] <= 0;
							reading <= 1;
						end
						2'b01 : begin
							led[head] <= 0;
							reading <= 1;
						end
						2'b10 : begin
							led[head] <= 1;
							reading <= 1;
						end
					endcase
				end
				if (switch[7] == 1) begin
					state <= 3'b110;
				end	
			end
			3'b110 : begin
				if (read_data_0 != read_data_1) begin
					equal <= 0;
				end
				if (equal) begin
					led <= 8'b11111111;
				end
				else begin
					led <= 8'b00000000;
				end
				head <= head + 1;
				if (switch[7] == 0) begin
					state <= 3'b101;
				end
			end
			default : begin
				state <= 3'b000;
			end
		endcase
	end
endmodule
`default_nettype wire  
`timescale 1ns / 1ps
`default_nettype none  
module mux_8to1(in0,in1,in2,in3,in4,in5,in6,in7,S,Z);
	parameter N = 8;
	input  wire [(N - 1):0] in0, in1, in2, in3, in4, in5, in6, in7;
	input  wire [2:0] S;
	output wire [(N - 1):0] Z;
	wire [(N - 1):0] z0,z1;
	mux_4to1 #(.N(N)) MUX_0 (.A(in0), .B(in1), .C(in2), .D(in3), .S(S[1:0]), .Z(z0));
	mux_4to1 #(.N(N)) MUX_1 (.A(in4), .B(in5), .C(in6), .D(in7), .S(S[1:0]), .Z(z1));
	mux_2to1 #(.N(N)) MUX_2 (.X(z0), .Y(z1), .S(S[2]), .Z(Z));
endmodule
`default_nettype wire  
`timescale 1ns / 1ps
`default_nettype none  
module register(rst, ena, clk, D, Q);
	parameter SIZE = 2;
	input wire rst, clk, ena;
	input wire [(SIZE - 1):0] D;
	output reg [(SIZE - 1):0] Q;
	always @(posedge clk) begin
		if (rst)
			Q <= 0;
		else if (ena)
			Q <= D;
	end
endmodule
`default_nettype wire  
`timescale 1ns / 1ps
`default_nettype none  
module tape(head, write_ena, rst, clk, write_data, read_data);
	parameter SIZE = 2;
	input wire [2:0] head;
	input wire write_ena, clk;
	input wire rst;
	input wire [(SIZE - 1):0] write_data;
	output wire [(SIZE - 1):0] read_data;
	wire [7:0] ena,A;
	wire [(SIZE - 1):0] Q0,Q1,Q2,Q3,Q4,Q5,Q6,Q7;
	register #(.SIZE(SIZE)) REG0 (.rst(rst), .ena(ena[0]), .clk(clk), .D(write_data), .Q(Q0));
	register #(.SIZE(SIZE)) REG1 (.rst(rst), .ena(ena[1]), .clk(clk), .D(write_data), .Q(Q1));
	register #(.SIZE(SIZE)) REG2 (.rst(rst), .ena(ena[2]), .clk(clk), .D(write_data), .Q(Q2));
	register #(.SIZE(SIZE)) REG3 (.rst(rst), .ena(ena[3]), .clk(clk), .D(write_data), .Q(Q3));
	register #(.SIZE(SIZE)) REG4 (.rst(rst), .ena(ena[4]), .clk(clk), .D(write_data), .Q(Q4));
	register #(.SIZE(SIZE)) REG5 (.rst(rst), .ena(ena[5]), .clk(clk), .D(write_data), .Q(Q5));
	register #(.SIZE(SIZE)) REG6 (.rst(rst), .ena(ena[6]), .clk(clk), .D(write_data), .Q(Q6));
	register #(.SIZE(SIZE)) REG7 (.rst(rst), .ena(ena[7]), .clk(clk), .D(write_data), .Q(Q7));
	mux_8to1 #(.N(8)) ena_MUX (.in0(8'b00000001),
										.in1(8'b00000010),
										.in2(8'b00000100),
										.in3(8'b00001000),
										.in4(8'b00010000),
										.in5(8'b00100000),
										.in6(8'b01000000),
										.in7(8'b10000000),
										.S(head),
										.Z(A));
	assign ena = write_ena ? A : 8'b00000000;
	mux_8to1 #(.N(SIZE)) out_MUX (.in0(Q0), .in1(Q1), .in2(Q2), .in3(Q3), .in4(Q4),
											.in5(Q5), .in6(Q6), .in7(Q7), .S(head), .Z(read_data));
endmodule
`default_nettype wire  
==> qor.yml <==
run_status:
  status: "finished with violations"
  violations: "negative setup slack"
drt:
  antennaDiodeCount: 0
  drt_pass1_iterations: 5
  num_vias: 3804
  vias_per_cell: 5.08
  drcViolationCount: 0
  routedWlPerCell_um: 15.6
  routed_wirelength_um: 11700
  ant_nets: 0
  drt_iter0_drc: 195
final_layout:
  lay_top_count: "buf_4"
  lay_top_cells: "buf_4, nand2_1, dfxtp_1"
  final_area_mm2: 0.00599
  drive_gt1_share_pct: 38.8
  synthToLayoutAreaGrowth_pct: 51.5
critical_path:
  cp_common_cell: "buf_6"
  critical_path.slowest_cell: "mux4_2"
  worstSetupStartpointType: "register"
  endpoint_kind: "output pin"
  worstPathArrival_ps: 3710
  timing.rr.end: "write_data[0]"
  reg2regPathDepth: 8
  path_cells: "buf_6, buf_6, mux4_2, mux2_4, buf_6"
  criticalPathCategory: "reg -> out"
  r2r_slack_ps: -670
  critPathRequiredTime_ps: 2800
  cp_slowest_stage_delay_ps: 520
  worstPathMaxFanout: 6
  r2r-start: "TAPE_1.REG4.Q[0]"
clock_tree:
  clk_path_buf_depth: 2
  root_buffer: "clkbuf_16"
  path_clk_slew_ps: 70
  htreeDepth: 3
  cts_buffers: 9
  tritoncts: "yes"
  clkSinkCount: 69
  insertion_delay_ps: 390
final_timing:
  drv_slew: 0
  rsz0062_at_grt: "yes"
  tightest_slew_ps: 586
  max_slew_margin_pct: 60.9
  finalHoldViolCount: 0
  fin_ws_ps: -910
  finClkSkew_ps: 65.4
  setup_viol: 66
yosys:
  syn_area_mm2: 0.00395
  yosysTopAreaCell: "dfxtp_1"
  dominantRegCellSynth: "dfxtp_1"
  ys_seq_share_pct: 39.5
  synth-edff-count: 18
  syn_avg_cell_area_um2: 8.73
  ys_types: 56
  synth_cells: 453
  yosysTopAreaCellShare_pct: 25.8
  yosysChipArea_mm2: 0.00395
  ys_ff: 69
  area_leaders: "dfxtp_1, edfxtp_1, mux4_2"
  synthArstFlopShare_pct: 0
  yosysWarnings: 2
  ys_cells: 453
floorplanning:
  die_h_um: 117
  die_area_mm2: 0.0136
  fp_util_pct: 31.1
  boundaryPins: 36
  die_w_um: 117
  num_rows: 41
  coreArea_mm2: 0.0127
min_path:
  holdCritStartpoint: "TAPE_1.REG1.Q[1]"
  whs_path_depth: 2
  hold_path_end: "TAPE_1.REG1.Q[1]"
  holdCritPathClass: "reg -> reg"
power_and_ir_drop:
  ir_drop_mv: 0.299
  power_density_mw_per_mm2: 760
  p_leak_uw: 0.00243
  clockPowerShare_pct: 21.6
  p_seq_share_pct: 23.6
  swShare_pct: 38.9
  comb_power_share_pct: 54.9
  p_switching_uw: 1770
  power.internal_uw: 2780
placement:
  port_buffers: 35
  routabilityCongestion: 0.955
  dpl_cell_area_mm2: 0.00491
  pre_cts_slack_ps: -987
  dp_hpwl_um: 7600
global_route:
  grt_pass1_wl_um: 18400
  antenna_found_initial: 0
  grt_start_max_net_pins: 49
  grt_pass1_vias: 3544
  track_usage_pct: 18.1
  overflow: 0
flow_run:
  tool_warnings: 54
  drv_cap: 0
-- state kept, by name (all words and copies together) (netlist names), 3 cells and up --
signal / count
led: 8
state: 3
head: 3
write_ena: 3
-- synth_stat cells (2+ instances only) --
| cell type | n |
|---|---|
| mux2i_1 | 20 |
| nor2b_1 | 8 |
| ha_1 | 8 |
| nand2_1 | 69 |
| o221ai_1 | 2 |
| clkbuf_1 | 27 |
| nor4bb_1 | 2 |
| nor4b_1 | 2 |
| a21o_1 | 2 |
| dfxtp_1 | 51 |
| buf_1 | 5 |
| o31ai_1 | 2 |
| or2_1 | 3 |
| mux4_2 | 14 |
| mux2_2 | 8 |
| nor4_1 | 2 |
| a22oi_1 | 3 |
| inv_1 | 7 |
| a21oi_1 | 51 |
| o21ai_0 | 17 |
| clkinv_1 | 2 |
| edfxtp_1 | 18 |
| nor3_1 | 12 |
| nand2b_1 | 3 |
| nand3_1 | 47 |
| nor2_1 | 28 |
| buf_2 | 3 |
| buf_4 | 8 |
| xor2_1 | 2 |
-- critical path: cells and delay by family, from the launching register on --
kind	cells	cell delay, ps
multiplexers	2	820
buffers and inverters	3	380
flip-flops	1	370
-- stage by stage --
| stage | hold WS, ps | std cells | total power [uW] | TNS (ps) | util (%) |
|---|---|---|---|---|---|
| after global routing | 479 | 749 | 4810 | -21560 | 47.1 |
| after detailed placement | 445 | 679 | 2990 | -20760 | 38.6 |
| after global placement | 443 | 679 | 2980 | -20450 | 38.6 |
| after CTS | 456 | 740 | 4370 | -19910 | 45.0 |
| final | 460 | 749 | 4550 | -17010 | 47.1 |
| after floorplan | 433 | 453 | 2270 | -8900 | - |
-- power groups by stage --
stage                 logic [uW]  clock network [uW]  registers (uW)
final                       2500                 982            1070
after global routing        2660                1060            1080
after CTS                   2310                 992            1070
-- area by class of cell --
class | instances | area, um^2
clock buffer | 10 | 239
clock inverter | 27 | 139
fill | 1152 | 6730
inverter | 8 | 37.5
multi-input combinational | 331 | 2580
sequential | 69 | 1570
tap | 172 | 215
timing repair buffer | 132 | 1210
-- cells by family (layout without fill, tap and decap cells) --
group	after synthesis	count (layout)	synth area share [%]
xor+xnor	3	3	0.665
flops	69	69	39.5
buf+inv	53	177	6.08
fa+ha+maj	9	9	2.78
compound gates	94	94	14.1
simple gates	182	182	21.2
mux	43	43	15.7
-- repair_timing --
| item | 4_1_cts | 5_1_grt |
|---|---|---|
| gates cloned | 1 | 1 |
| pin swaps | 30 | 20 |
| gates resized | 144 | 58 |
| hold buffers | 0 | 0 |
| setup endpoints to repair | 86 | 83 |
| setup buffers | 27 | 11 |
-- how the worst max path moves through the flow --
stage / start / cells past startpoint / to
6_report: head[0] / 5 / read_data_1[1]
4_1_cts: head[0] / 6 / read_data_1[1]
5_1_grt: head[0] / 5 / read_data_1[1]
-- metal layers --
metal  GRT usage (%)  up-vias  wire, um  part of all wire [%]
li1                -     1869         -                     -
met1            27.0     1813      5360                    46
met5               0        -         0                     0
met4            3.29        0       160                   1.4
met3            3.46       17       646                   5.5
met2            28.4      105      5550                    47
No activity file was given, so power comes from the tool's default toggle rates.
