<file path="config.mk">
export PLATFORM = sky130hd
export DESIGN_NAME = equals
export DESIGN_NICKNAME = equals
export VERILOG_FILES = /design/flow/design.v
export SDC_FILE = /design/flow/constraint.sdc
export NUM_CORES = 4
export LEC_CHECK = 1
export CORE_AREA = 10 10 70 70
export DIE_AREA = 0 0 80 80
</file>
<file path="constraint.sdc">
current_design equals

set clk_period 1.5
set clk_io_pct 0.2

create_clock -name clk0 -period $clk_period

set non_clock_inputs [all_inputs -no_clocks]
set_input_delay [expr $clk_period * $clk_io_pct] -clock clk0 $non_clock_inputs
set_output_delay [expr $clk_period * $clk_io_pct] -clock clk0 [all_outputs]
</file>
<file path="design.v">
parameter LENGTH = 32;
`timescale 1ns / 1ps
`default_nettype none  
module equals(A,B,Z);
	parameter N = 32;
	input  wire [(N - 1):0] A, B;
	output wire Z;
	wire [(N - 1):0] C;
	assign C = A ^ ~(B);
	assign Z = &C;
endmodule
`default_nettype wire  
</file>
<file path="run.sh">
#!/bin/bash
# OpenROAD 26Q1-2900-gdf79404cd8, Yosys 0.63+post, stock flow scripts
make -C /OpenROAD-flow-scripts/flow DESIGN_CONFIG=/design/flow/config.mk WORK_HOME=/design/flow/orfs finish
</file>
==> Slide: Implementation Results <==
Physical Implementation Snapshot

Global routing
  – Largest net degree at the start of global routing: 2
  – Remaining Overflow, GRT: 0
  – First-pass GRT wire length: 2.93 mm
  – Vias in the first global route: 588
  – Initial antenna violation count: 0
  – Global Route Usage Sum: 5.54%

Route
  – Via density: 3.56
  – Wire per inst: around 13 µm
  – DRC Markers: 0
  – DR iter-0 viols: 0
  – DR pass1 iterations: 1
  – Drt total wl: 1.95 mm
  – Detail Route Antenna Nets: 0
  – N_diodes: 0
  – Routed vias: between 500 and 600

Synthesis
  – Chip Area, Yosys: 347 µm²
  – Top cell type's share of synthesized area: between 80% and 90%
  – Aoi share: 0%
  – Sequential-to-total area share from yosys stat: 0%
  – Syn Area/Cell: 8.06 µm²
  – Ys Warns: 0
  – Post-synth design cell area: 347 µm²
  – Synth logic family: XOR/XNOR gates
  – Mapped Cells: 43
  – Yosys cell types: 4
  – Post-synthesis adder-cell area fraction: 0%
  – Largest area contributor in the netlist: xor2_1
  – # Cells Yosys: 43
  – Synth cell count leaders: 32 x xor2_1, 8 x nor4_1, 2 x nand4_1
  – Area fraction in xor and xnor cells: 80.9%
  – Simple-Gate Fraction of Synth Area: 19.1%
  – Yosys top cell by instances: xor2_1
  – Mux area share: 0%
  – Top cells, area: xor2_1 81%, nor4_1 14%, nand4_1 3.6%, nor2_1 1.1%

Cells and area
  – Non-Filler Instances: 154
  – Flop count: 0
  – Clk_buf instances: 0
  – Seq. cell area: 0 µm²
  – Filler cells: 397
  – Area grow syn2layout: 160%
  – Design area: 900 µm²
  – Layout cell share with drive strength beyond 1: 44.4%
  – Fin util: around a quarter
  – Logic area: about 390 µm²

Place
  – Post-Place Cell Area: 1050 µm²
  – Post-Place Setup Slack: -872 ps
  – Placer congestion estimate: 0.795
  – Hpwl dp: ~1.8 mm
  – Number of port buffers: between 60 and 70
  – DP Cell Count: ~150

Floorplanning
  – I/O Pins: 65
  – Die Y: 80 µm
  – Die width: 80 µm
  – Die area: about 6400 µm²
  – CORE AREA: 3420 µm²
  – Fp util: 10.1%
  – Std-Cell Rows: 21

Pwr
  – Cell internal pwr: 0.122 mW
  – Gate power share: 100.0%
  – Peak VDD IR: around 55 µV
  – PnR Total Power: around 0.2 mW
  – P_sw: about 0.074 mW
  – Switching share of total power: 37.6%
  – Power per cell area: 218 nW/µm²
  – Leak pwr: 0.427 nW
  – Clock share of power: 0%
  – Sequential share of power: 0%

Final timing
  – Final worst setup slack: -37.4 ps
  – RSZ-0062 raised after global routing: yes
  – Final setup viols: 1
  – Fin Setup TNS: -37.4 ps
  – Hold Slack: 1100 ps
  – Peak Freq: 0.650 GHz
  – Max-slew violations: 0
  – Worst slew pin tran: 257 ps
  – Post-layout period usage: 102%
  – Final Hold Vio Count: 0
  – Fin crit period: 1540 ps
  – Worst slew margin: 82.7%

Run status
  – Failing checks: negative setup slack
  – Run status: finished, violations left

Setup path
  – Worst Path Arrival: 1240 ps
  – Crit start category: primary input
  – Setup crit start: A[6]
  – CP required: 1200 ps
  – Crit path kind: in2out
  – CP max FO: 1
  – Worst Setup EP: Z
  – Worst Setup End Kind: output port

Flow run
  – Max Cap Viol: 0
  – Tally of OpenROAD warnings: 34

Worst hold path
  – Hold crit path type: in2out
## cells in the final DEF, fill, tap and decap left out
cell type        instances
buf_2                   34
buf_6                    3
clkbuf_2                 5
clkdlybuf4s15_1         20
dlygate4sd2_1            3
nand4_1                  2
nor2_1                   1
nor4_1                   4
nor4_2                   4
xor2_1                  30
xor2_2                   2
## logic make-up after synthesis
family	after synthesis
xor gates and xnor gates	32
and+or+nand+nor	11
## how the worst min path moves through the flow
| stage | depth (start not counted) | slack [ps] | endpoint | from |
|---|---|---|---|---|
| 4_1_cts | 6 | 1120 | Z | A[9] |
| 5_1_grt | 6 | 1130 | Z | A[9] |
| 6_report | 6 | 1100 | Z | A[20] |
## worst max-delay path, cell delays in order
cell and delay, ps:
buf_6 90, xor2_1 160, nor4_2 310, nand4_1 150, nor2_1 120, buf_2 110
## per-layer routing
layer	vias up	global-route usage [%]	part of all wire [%]
met1	209	7.19	47
li1	277	-	-
met2	62	7.70	32
met4	0	0	0
met5	-	0	0
met3	0	3.98	21
## cell type report
type	instances	share of cell area (%)
repair buffers	65	50.6
multi-input cells	43	43.0
well taps	46	6.40
## repair_timing
action,in CTS,in global routing
endpoints found under the setup margin,1,1
pin swaps,40,10
hold buffers,0,0
setup buffers,0,0
resized,178,13
## power groups by stage
stage | Sequential, mW | Clock (mW) | Combinational, mW
4_1_cts | 0 | 0 | 0.196
5_1_grt | 0 | 0 | 0.215
6_report | 0 | 0 | 0.196
Power is estimated from default activity; no workload was simulated.
